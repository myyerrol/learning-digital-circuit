$ cat flow/config.mk
export PLATFORM = sky130hd
export DESIGN_NAME = opt_1
export DESIGN_NICKNAME = opt_1
export VERILOG_FILES = /design/flow/design.v
export SDC_FILE = /design/flow/constraint.sdc
export NUM_CORES = 4
export LEC_CHECK = 1
export CORE_AREA = 10 10 70 70
export DIE_AREA = 0 0 80 80
$ cat flow/constraint.sdc
current_design opt_1

set clk_period 1.0
set clk_io_pct 0.2

create_clock -name clk0 -period $clk_period [get_ports {i_clk}]

set non_clock_inputs [all_inputs -no_clocks]
set_input_delay [expr $clk_period * $clk_io_pct] -clock clk0 $non_clock_inputs
set_output_delay [expr $clk_period * $clk_io_pct] -clock clk0 [all_outputs]
$ cat flow/design.v
module opt_1(
    input               i_clk,
    input               i_rst_n,
    output reg [31 : 0] o_data
);
    reg [ 1 : 0] r_cnt;
    reg [31 : 0] r_gpr[3 : 0];
    always @(posedge i_clk) begin
        if (!i_rst_n) begin
            r_cnt    <= 2'b0;
            r_gpr[0] <= 32'd1;
            r_gpr[1] <= 32'd2;
            r_gpr[2] <= 32'd3;
            r_gpr[3] <= 32'd4;
        end
        else begin
            if (r_cnt == 3) begin
                r_cnt <= 2'b0;
            end
            else begin
                r_cnt <= r_cnt + 1'b1;
            end
            o_data <= r_gpr[r_cnt];
        end
    end
endmodule
$ cat flow/run.sh
#!/bin/bash
# OpenROAD 26Q1-2900-gdf79404cd8, Yosys 0.63+post, stock flow scripts
make -C /OpenROAD-flow-scripts/flow DESIGN_CONFIG=/design/flow/config.mk WORK_HOME=/design/flow/orfs finish
==> summary.txt <==
run metrics: Post-Syn Area=437 um2, Detailed Route WL=just over 700 um, Vias=198, Layout area overhead=4.30%, Hold Violations, Final=0, Max IR drop VDD=0.361 mV, WS Path Type=register to register, Buf+Inv Stages, Crit Path=1, Log Warnings=30, final worst path period share=99.2%, CTS clk-pin slew, worst paths=40 ps, DR DRC count=0, CTS tree=built, largest net degree at the start of global routing=6, total die size=0.00640 mm2, vias in the first global route=237, Post-synth regs=5, Crit path max-delay family=flip-flops, overall power=roughly 0.58 mW, CP max stage cell=dfxtp_2, # port buffers=4, initial drt markers=0, die height=80 um, FP Util=12.8%, Final min period=approximately 990 ps, Inserted Diodes=0, Internal=0.450 mW, FF-to-FF Start=r_cnt[1]$_SDFF_PP0_, Final TNS setup=0 ps, Latency at later pin=240 ps, reg2reg setup slack=8 ps, fin. max-slew vios=0, crit path DAT=980 ps, Final Setup Violations=0, Switch Pwr=0.126 mW, most numerous logic cell after layout=conb_1, syn avg cell area=9.92 um2, Worst Setup End Kind=register, Clock power frac=39.3%, cells in synth_stat.txt=roughly 44, min-delay src=r_cnt[0]$_SDFF_PP0_, gr usage total=1.93%, vias per cell=approximately 2.0, die width=80 um, combinational share of power=14.7%, post-synth cell types=9, placed inst area=440 um2, CTS buffer count=3, Critical Path Source=r_cnt[1]$_SDFF_PP0_, Final GP Congestion=0.710, post-synthesis sequential area ratio=between 20% and 30%, reg2reg path depth=3, DP HPWL=604 um, Ys Warns=2, max-cap viol count=0, max frequency=1010 MHz, Yosys Chip Area=437 um2, Worst Setup EP=o_data[0]$_DFFE_PP_, drt wl/cell=7.16 um, Reg power frac=46.1%, layout cells sized above 1=28.3%, Worst setup SP type=register, total clock sinks=5, Max clock buf depth=2, worst reg2reg path endpoint=o_data[0]$_DFFE_PP_, status=completed, first-pass GRT wire length=1.00 mm, antenna-violating nets left=0, critical path depth in cells=3, CP max FO=3, post-route cell area=455 um2, Data required, critical path=990 ps, largest stage delay on the critical path=roughly 340 ps, grt total ovfl=0, RSZ-0062 raised after global routing=yes, worst path cell trace=inv_2 -> ha_2 -> or2_1, core area=around 0.0034 mm2, cts hold-fix bufs=0, Gate Count Post-Synth=44, Cell Pwr Density=1270 mW/mm2, CTS Root Cell=clkbuf_4, switching share of total power=about 22%, clk_skew=roughly 4.3 ps, H-Tree Depth=1, cell leakage power=0.231 nW, most frequent cells in the layout=29 x conb_1, 3 x clkbuf_4, 3 x edfxtp_1, 3 x clkbuf_2, initial antenna violation count=0, DRT Pass-1 Iters=1, cell row count=21, Worst Hold Class=register to register, IO Count=34
==> power by group through the flow <==
| stage | Clock [mW] | Combinational [mW] | Sequential, mW |
|---|---|---|---|
| CTS | 0.237 | 0.0946 | 0.264 |
| global route | 0.275 | 0.104 | 0.267 |
| finish | 0.226 | 0.0845 | 0.266 |
==> worst min path at each step <==
stage / to / slack [ps] / cells after the start
finish: r_cnt[0]$_SDFF_PP0_ / 520 / 2
global route: r_cnt[0]$_SDFF_PP0_ / 560 / 2
CTS: r_cnt[0]$_SDFF_PP0_ / 530 / 2
==> state kept, by name, summed over array words and instances, names as in the netlist <==
| signal | cells |
|---|---|
| r_cnt | 2 |
| o_data | 3 |
==> worst min-delay path, cell delays in order, from the launching register on <==
cell and delay [ps]:
dfxtp_2 330, buf_4 120, nor3b_2 40
==> logic make-up (layout without fill, tap and decap cells) <==
family                   Yosys count  after routing  share of synthesized area [%]
flip-flops                         5              5                           29.8
buffers and inverters             31             12                           51.6
other                              1             29                          0.859
AND/OR/NAND/NOR                    3              3                           6.30
adder cells (fa/ha/maj)            4              4                           11.5
==> synth_stat cells <==
cell | n | share of area (%)
buf_4 | 29 | 50
ha_1 | 4 | 11
edfxtp_1 | 3 | 21
dfxtp_1 | 2 | 9.2
inv_1 | 2 | 1.7
and3b_1 | 1 | 2.0
conb_1 | 1 | 0.86
nor3b_2 | 1 | 2.9
or2_1 | 1 | 1.4
==> routing by layer <==
metal	track usage (%)	share of wire [%]	vias to the layer above
li1	-	-	95
met1	2.01	47	81
met2	2.89	41	22
met3	1.70	12	0
met4	0.352	0	0
met5	0	0	-
==> final cells by class <==
type                       instances  area [um2]
fill                             404        2960
inverter                           2        7.51
sequential                         5         133
clock buffer                       4        26.3
tap                               46        57.6
multi-input combinational         36         191
timing repair buffer               6        40.0
==> through the flow <==
stage	utilization, %	setup WS [ps]	instances	hold slack (ps)
after global placement	12.9	-59.4	95	512
final	13.3	8.08	99	523
after detailed placement	12.9	-63.6	95	516
after floorplan	-	-0.0829	72	312
after global routing	13.3	-34.9	99	560
after CTS	13.7	15.4	99	528
==> timing repair <==
| action | in CTS | in global routing |
|---|---|---|
| setup endpoints to repair | 4 | 4 |
| cloned | 0 | 0 |
| pin swaps | 0 | 2 |
| buffers inserted | 0 | 0 |
| hold endpoints to repair | 0 | 0 |
| resized | 7 | 5 |
No activity file was given, so power comes from the tool's default toggle rates.

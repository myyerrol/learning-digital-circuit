===== /design/flow/run.sh =====
#!/bin/bash
# OpenROAD 26Q1-2900-gdf79404cd8, Yosys 0.63+post, stock flow scripts
make -C /OpenROAD-flow-scripts/flow DESIGN_CONFIG=/design/flow/config.mk WORK_HOME=/design/flow/orfs finish

===== /design/flow/config.mk =====
export PLATFORM = sky130hd
export DESIGN_NAME = opt_2
export DESIGN_NICKNAME = opt_2
export VERILOG_FILES = /design/flow/design.v
export SDC_FILE = /design/flow/constraint.sdc
export NUM_CORES = 4
export LEC_CHECK = 1
export CORE_AREA = 10 10 70 70
export DIE_AREA = 0 0 80 80

===== /design/flow/constraint.sdc =====
current_design opt_2

set clk_period 1.1
set clk_io_pct 0.2

create_clock -name clk0 -period $clk_period [get_ports {i_clk}]

set non_clock_inputs [all_inputs -no_clocks]
set_input_delay [expr $clk_period * $clk_io_pct] -clock clk0 $non_clock_inputs
set_output_delay [expr $clk_period * $clk_io_pct] -clock clk0 [all_outputs]

===== /design/flow/design.v =====
module opt_2(
    input                           i_clk,
    input                           i_rst_n,
    output reg [DATA_WIDTH - 1 : 0] o_data
);
    parameter ADDR_WIDTH = 2;
    parameter ADDR_COUNT = 1 << ADDR_WIDTH;
    parameter DATA_WIDTH = 32;
    reg [ADDR_WIDTH - 1 : 0] r_cnt;
    reg [DATA_WIDTH - 1 : 0] r_gpr[ADDR_COUNT - 1 : 0];
    integer i;
    always @(posedge i_clk) begin
        if (!i_rst_n) begin
            r_cnt <= 0;
            for (i = 0; i < ADDR_COUNT; i = i + 1) begin
                r_gpr[i] <= i + 1;
            end
        end
        else begin
            if (r_cnt == ADDR_COUNT - 1) begin
                r_cnt <= 0;
            end
            else begin
                r_cnt <= r_cnt + 1'b1;
            end
            o_data <= r_gpr[r_cnt];
        end
    end
endmodule

==> summary.txt <==
Results of the implementation run.

The x dimension of the die came out at 80 um. The startpoint of the worst-slack reg-to-reg timing path is r_cnt[1]$_SDFF_PP0_. For this run, the chip area from Yosys synthesis comes to around 440 sq um. The endpoint class of the critical path is an output pin. The maximum fanout along the worst path is 1. The first global-routing pass estimated 1010 um of wire. The share of the core filled with cells is 0.133. The worst setup path is launched from a flip-flop. Setup repair after global routing left no endpoint under its margin. The critical path's slowest cell is sky130_fd_sc_hd__edfxtp_1. Among cell families on the critical path, the largest total delay comes from flip-flops.

The area taken by multi-input logic gates came out at 186 sq um. The data arrival at the endpoint of the critical path is 0.82 ns. The number of global-route vias before repair is 237. The number of detailed-routing iterations run before antenna repair is 3. Looking at the clock tree report, the H-tree level count equals 1. The tightest hold path in the finished design has a slack of ~0.52 ns.

The post-CTS repair timing setup buffer count is 0. The site row count is 21. The total power after layout came out at a little over 0.5 mW. In the final layout, flip-flops and latches occupy approximately 130 sq um. The number of antenna-violating nets in the routed design came out at 0. The number of top-level design ports is 34. Subtracting the final worst setup slack from the clock period gives 1.04 ns. Per the final layout report, the fraction of cells sized above drive strength 1 comes to 0.115. The biggest area contributor in the post-synthesis netlist is sky130_fd_sc_hd__buf_4. The placement summary gives the final routability congestion estimate as 0.747. Global routing put the most usage on met2. Before CTS, the worst setup slack after placement is 0.0167 ns. Of the total power, the share spent switching nets is 0.214. The number of sinks driven by the clock tree came out at 5. The total power per unit cell area came out at 1130 nW/um^2. The data required time of the worst path is approximately 0.88 ns.

The capture point of the worst register-to-register path is recorded as o_data[0]$_DFFE_PP_. The capturing element of the worst setup path is o_data[0]. In this run the standard cell core region covers 3420 sq um.

The area of all placed cells without fillers came out at 454 sq um. The part of the power in combinational logic came out at 0.132. The mean routed wirelength per cell is roughly 6.6 um. The internal power summed over all cells is around 0.4 mW. The number of buffer and inverter instances along the worst setup path is 1. The number of antenna violations at the first check in global routing came out at 0. In the synthesized netlist, the number of instances is 44. The number of logged tool warnings is 28. The final setup violation count came out at 0. Entering global routing, the biggest net connects 6 pins. TritonCTS built the clock tree. The overflow left after global routing came out at 0.

The number of design-rule violations left by the first detailed-router iteration is 4. Checking hold timing, the worst path is listed with class reg -> reg. The cell count along the critical path is 1. Overall routing resource usage recorded by global route was 0.0195. The met2 track utilization from global routing is 0.0257. The instance count after placement with tap cells included is 94.

After the flow finishes, the layout carries non-filler instances totaling 98. The maximum clock frequency came out at 0.962 GHz. The peak per-stage delay on the critical path is 0.34 ns.

The count of endpoints failing hold in the final timing report is 0. After detailed routing, the total wire length is 649 um. The clock share of power came out at 0.403. The net switching power is 0.110 mW.

The die outline height came out at 80 um. The static leakage is around 0.23 nW. Per the cell usage report, the commonest logic cell in the layout is sky130_fd_sc_hd__conb_1. The average footprint of a synthesized cell came out at 9.92 sq um.

The worst clock skew on the final layout is 0.00183 ns. The number of warnings printed during yosys synthesis came out at 2. The number of maximum-capacitance violations recorded for the run is 0. Per the Yosys statistics, synthesis produced approximately 44 cells. The register-to-register setup slack came out at 0.08 ns. Across all setup checks in the final design, the least slack found is 0.0605 ns. The library cells used most frequently in the layout, excluding fill and tap cells, are sky130_fd_sc_hd__conb_1, sky130_fd_sc_hd__ha_1, sky130_fd_sc_hd__clkbuf_4, sky130_fd_sc_hd__edfxtp_1.

The sequential-to-total area share from yosys stat is 0.298. The antenna diode count is 0. The worst setup path startpoint is o_data[0]$_DFFE_PP_. The share of the core filled by cells before placement came out at 0.128. The maximum vdd ir drop is 0.000232 V. The die area is ~6400 sq um. The critical path is of the reg -> out type.

The part of the cycle the worst path needs came out at 0.945. The number of buffers added on ports is 4. The CTS report gives the tree buffer count as 3. After synthesis the cells add up to 437 sq um. In the CTS report, the clock slew at the register clock pins of the worst setup and hold paths is listed as 0.04 ns. The part of the total power dissipated in sequential elements came out at 0.465.

In this run the clock root is driven by a sky130_fd_sc_hd__clkbuf_4. The signed area change from the synthesized netlist to the final layout is 4.01%. The proportion of netlist area held by the largest area contributor came out at 0.499. Synthesis inferred 5 register bits. The total number of vias came out at between 150 and 200.

The number of library cell types mapped by synthesis is 9. By area the synthesized netlist is led by sky130_fd_sc_hd__buf_4, sky130_fd_sc_hd__edfxtp_1, sky130_fd_sc_hd__ha_1, sky130_fd_sc_hd__dfxtp_1, sky130_fd_sc_hd__nor3b_2. For reference, the final report shows the max-slew violation count at 0. The post-placement cell area came out at 429 sq um. The residual DRC count came out at 0. Walking the worst path, the cells encountered are dlygate4sd2_1. The filler cell count in the final layout came out at approximately 400. The met1 layer usage reported by global route came out at 0.0229. STA shows the worst reg2reg path with a cell count of 3. The clock passes through at most 2 buffers.

In the routed layout, each cell is associated on average with a via count of a little under 2. The final layout reports a setup TNS of 0 ns. For the worst-skew pair, the clock arrives at the later sink with an insertion delay of 0.24 ns.

The flow ran to the end, and the final reports show no timing, DRC or antenna violations. The global routing report lists met3 layer usage as 0.0182.
==> layer usage <==
metal  wire length [um]  up-vias
met2                259       22
met3                 94        2
met4                  7        0
li1                   -       94
met5                  0        -
met1                288       77
==> power groups by stage <==
stage	Clock [mW]	Sequential, mW	Combinational [mW]
4_1_cts	0.216	0.238	0.0718
5_1_grt	0.228	0.242	0.0876
6_report	0.208	0.239	0.0679
==> state kept, by name, summed over array words and instances (netlist names) <==
name,count
o_data,3
r_cnt,2
==> cell families (layout without fill, tap and decap cells) <==
logic type,after synthesis,count (layout),share of synthesized area
other cells,1,29,0.00859
buf+inv,31,11,0.516
fa+ha+maj,4,4,0.115
flops,5,5,0.298
simple gates,3,3,0.0630
==> final cells by class <==
class | instances | area share
flip-flops and latches | 5 | 0.289
repair buffers | 5 | 0.0992
clock buffers | 4 | 0.0579
well taps | 46 | 0.127
multi-input cells | 36 | 0.410
inverters | 2 | 0.0165
==> cell usage after synthesis <==
cell                        n
sky130_fd_sc_hd__buf_4     29
sky130_fd_sc_hd__ha_1       4
sky130_fd_sc_hd__conb_1     1
sky130_fd_sc_hd__or2_1      1
sky130_fd_sc_hd__edfxtp_1   3
sky130_fd_sc_hd__and3b_1    1
sky130_fd_sc_hd__inv_1      2
sky130_fd_sc_hd__nor3b_2    1
sky130_fd_sc_hd__dfxtp_1    2
==> how the worst min path moves through the flow <==
stage | slack (ns) | depth (start not counted) | end | from
final | 0.52 | 2 | r_cnt[0]$_SDFF_PP0_ | r_cnt[0]$_SDFF_PP0_
after global routing | 0.56 | 2 | r_cnt[0]$_SDFF_PP0_ | r_cnt[0]$_SDFF_PP0_
after CTS | 0.52 | 2 | r_cnt[0]$_SDFF_PP0_ | r_cnt[0]$_SDFF_PP0_
==> timing repair <==
action                                  4_1_cts  5_1_grt
endpoints found under the setup margin        3        2
cloned                                        0        0
hold buffers                                  0        0
resized                                       3        2
hold endpoints to repair                      0        0
Power and IR drop assume default switching activity.

===== flow/config.mk =====
export PLATFORM = sky130hd
export DESIGN_NAME = mst_c_1
export DESIGN_NICKNAME = mst_c_1
export VERILOG_FILES = /design/flow/design.v
export SDC_FILE = /design/flow/constraint.sdc
export NUM_CORES = 4
export LEC_CHECK = 1
export CORE_AREA = 10 10 80 80
export DIE_AREA = 0 0 90 90

===== flow/run.sh =====
#!/bin/bash
# OpenROAD 26Q1-2900-gdf79404cd8, Yosys 0.63+post, stock flow scripts
make -C /OpenROAD-flow-scripts/flow DESIGN_CONFIG=/design/flow/config.mk WORK_HOME=/design/flow/orfs finish

===== flow/constraint.sdc =====
current_design mst_c_1

set clk_period 6.8
set clk_io_pct 0.2

create_clock -name clk0 -period $clk_period

set non_clock_inputs [all_inputs -no_clocks]
set_input_delay [expr $clk_period * $clk_io_pct] -clock clk0 $non_clock_inputs
set_output_delay [expr $clk_period * $clk_io_pct] -clock clk0 [all_outputs]

===== flow/design.v =====
module mst_c_1(
    input  [7 : 0] i_a,
    input  [7 : 0] i_b,
    output [7 : 0] o_c,
    output [7 : 0] o_d,
    output [7 : 0] o_e,
    output [7 : 0] o_f,
    output [7 : 0] o_g,
    output [7 : 0] o_h,
    output [7 : 0] o_i,
    output [7 : 0] o_j,
    output [7 : 0] o_k,
    output [7 : 0] o_l
);
    assign o_c = i_a & i_b;
    assign o_d = i_a || i_b;
    assign o_e = i_a ^ i_b;
    assign o_f = ~i_a;
    assign o_g = {i_a[2 : 0], i_b[3 : 0], {1'b1}};
    assign o_h = i_b >>> 3;
    assign o_i = &i_b;
    assign o_j = (i_a > i_b) ? i_a : i_b;
    assign o_k = i_a - i_b;
    assign o_l = !i_a;
endmodule

==> flow_summary.json <==
{
  "critPathMaxStageDelay_ps": 530,
  "grt_setup_unrepaired": "no",
  "hold_ws_ps": 3630,
  "cts_post_setup_buffers_inserted": 0,
  "top_cell_area_share": 0.290,
  "power.density_mw_per_mm2": 74.0,
  "final_core_util": 0.338,
  "yosysCellCount": 142,
  "dp_hpwl_mm": 3.25,
  "max_clock_freq_mhz": 183,
  "antenna_found_initial": 0,
  "warnings": 40,
  "ant_nets": 0,
  "drt-initial-drc-count": 75,
  "rows": 25,
  "critical_path_class": "in -> out",
  "final-seq-area_um2": 0,
  "setup_tns_ps": 0,
  "drive_above_1_share": 0.0152,
  "yosys_area_mm2": 0.00101,
  "diodes": 0,
  "post_cts_resized": 0,
  "gp_congestion": 0.832,
  "hold_viol": 0,
  "ios": 96,
  "wirelength_mm": 3.65,
  "slew_viol_final": 0,
  "hold_class": "in -> out",
  "grt_usage": 0.0838,
  "die-area_mm2": 0.00810,
  "via_per_inst": 3.96,
  "die_w_um": 90,
  "wl_per_cell_um": 13.8,
  "io_buffer_count": 71,
  "ir_drop_mv": 0.0165,
  "die_h_um": 90,
  "first_global_vias": 1144,
  "end_kind": "output pin",
  "first_pass_iters": 4,
  "top_cell": "buf_4",
  "globalRouteOverflowTotal": 0,
  "synth_warnings": 0,
  "cp.required_ps": 5440,
  "cp_slowest_cell": "clkdlybuf4s50_1",
  "nFillCells": 507,
  "yosysTopAreaCell": "buf_4",
  "fin_crit_sh": 0.803,
  "min_to": "o_g[6]",
  "vias": 1046,
  "status": "finished clean",
  "yosysUniqueCellTypes": 28,
  "worst_setup_path_start_kind": "input port",
  "nClkBuffers": 0,
  "period_needed_ps": 5460,
  "hold-path-cell-count": 2,
  "core_mm2": 0.00472,
  "leakagePower_uw": 0.000760,
  "topCellsByArea": "buf_4, ha_1, inv_1",
  "synthTopCellsByCount": "buf_4, inv_1, ha_1",
  "cp_cell_sequence": "clkdlybuf4s50_1 > inv_1 > ha_1 > fa_1 > nand2b_1 > a211oi_1 > o21ai_4 > mux2_4 > clkdlybuf4s50_1",
  "hold_buffers": 0,
  "crit_fanout": 8,
  "cap_violations": 0,
  "netlist_area_mm2": 0.00101,
  "drc": 0,
  "ys_seq_share": 0,
  "postSynthCellCount": 142,
  "setup-violations-final": 0,
  "nFlopsAndLatches": 0,
  "critPathArrivalTime_ps": 4100,
  "grt_pass1_wl_mm": 5.92,
  "worstHoldStart": "i_a[1]",
  "area_growth_pct": 58.3,
  "cp_common_cell": "clkdlybuf4s50_1",
  "fp_util": 0.214,
  "grt_start_max_net_pins": 11,
  "synth_area_per_cell_um2": 7.10
}
## area by class of cell
cell class,count,area [um^2],area share
multi-input combinational,101,708,0.444
timing repair buffer,71,711,0.445
inverter,25,93.8,0.0588
tap,67,83.8,0.0525
## stage by stage
stage	area (um^2)	setup WS (ps)	std cells	power [uW]
final	1600	1340	264	118
after global routing	1600	1170	264	133
after CTS	1600	1320	264	122
after detailed placement	1600	1330	264	121
after global placement	1600	1350	264	121
after floorplan	1090	2470	165	55.5
## logic make-up (layout without fill, tap and decap cells)
family	count (synthesis)	count (layout)	synth area share
adders and majority gates	17	17	0.218
and+or+nand+nor	34	34	0.179
xor gates and xnor gates	1	1	0.00869
buffers and inverters	64	96	0.383
muxes	8	8	0.0844
other	2	25	0.00745
AOI/OAI and AO/OA	16	16	0.119
## critical path, delay by kind of cell
family | cells | cell delay (ps)
buf+inv | 3 | 1040
fa+ha+maj | 2 | 630
compound gates | 2 | 550
mux | 1 | 320
simple gates | 1 | 200
## routing by layer
layer	vias up	GRT usage	part of all wire
li1	522	-	-
met3	0	0.0235	0.077
met2	60	0.148	0.45
met4	0	0	0
met5	-	0	0
met1	464	0.105	0.47
## worst max-delay path by stage
| stage | startpoint | cells past startpoint | to |
|---|---|---|---|
| 4_1_cts | i_a[0] | 9 | o_j[0] |
| 5_1_grt | i_a[0] | 9 | o_j[0] |
| 6_report | i_a[0] | 9 | o_j[0] |
## report_power, final
part           switching [uW]  leakage (uW)  internal, uW
clock network               0             0             0
registers                   0             0             0
logic                    45.2      0.000760          72.9
total                    45.2      0.000760          72.9
## cell usage in the layout, fill, tap and decap left out
master	n
o21ai_0	1
o21ai_4	1
nand2_1	2
a311o_1	2
conb_1	25
and3_1	1
a221oi_1	1
mux2i_1	7
or4_4	1
nor3_1	4
a21oi_1	6
nor2_1	10
o31ai_1	1
nor4_1	3
or4_1	1
a211oi_1	2
fa_1	1
nand3_1	3
inv_1	24
clkdlybuf4s50_1	71
ha_1	16
mux2_4	1
a211o_1	1
clkinv_1	1
nand4_1	6
o311ai_0	1
nand2b_1	3
xnor2_1	1
No activity file was given, so power comes from the tool's default toggle rates.
